$ cat flow/design.v
module clk_div                
    #(parameter CCL_SZ = 50)  
    (CLK, RST_n, 
     O_ST);
    localparam CNT_SZ = $clog2(CCL_SZ);  
    input wire       CLK;      
    input wire       RST_n;    
    output reg       O_ST;     
    reg [CNT_SZ-1:0] cnt_clk;  
    always @(posedge CLK or negedge RST_n) begin
      if (!RST_n)
        begin
          cnt_clk <= {CNT_SZ{1'b0}};
          O_ST <= 1'b0;
        end
      else
        begin
          if (cnt_clk == CCL_SZ - 1'b1)
            begin
              cnt_clk <= {CNT_SZ{1'b0}};
              O_ST <= 1'b1;
            end
          else 
            begin
              cnt_clk <= cnt_clk + 1'b1;
              O_ST <= 1'b0;            
            end
        end
    end
endmodule
module db_dht11
    #(parameter BYTE_SZ  = 8,            
      parameter VALUE_SZ = 2 * BYTE_SZ)  
    (CLK, I_SW, I_KEY, 
     O_LEDR, 
     IO_DHT11);
    input wire       CLK;
    input wire       I_SW;
    input wire [1:0] I_KEY;
    output reg [9:0] O_LEDR;
    inout wire       IO_DHT11;  
    wire [VALUE_SZ-1:0] value;
    wire [9:0]          ledr;
    wire                RST_n;
    top_dht11 top_dht11
        (   
         .CLK(CLK), 
         .RST_n(RST_n), 
         .I_EN(~I_KEY[0]), 
         .O_VALUE(value), 
         .O_ERR(ledr[9]),
         .O_BUSY(ledr[8]), 
         .O_CONV(), 
         .IO_DHT11(IO_DHT11)
        );      
    assign RST_n = I_KEY[1];
    assign ledr[7:0] = I_SW ? value[BYTE_SZ+:BYTE_SZ] : value[BYTE_SZ-1:0];
    always @(posedge CLK or negedge RST_n) begin
      if (!RST_n)
        begin
          O_LEDR <= 10'b0;
        end
      else
        begin
          O_LEDR <= ledr;
        end
    end      
endmodule
module dht11_fsm
    #(parameter DATA_SZ  = 40,           
      parameter BYTE_SZ  = 8,            
      parameter VALUE_SZ = 2 * BYTE_SZ)  
    (CLK, RST_n, I_EN, I_ST, I_RIS, I_FALL, 
     O_DHT11, O_BUSY, O_ERR, O_VALUE, O_CONV);
    localparam CNT_DATA_SZ = $clog2(DATA_SZ);    
    localparam IDLE_V      = 1_000_000;          
    localparam MSTR_LW_V   = 20_000;             
    localparam MSTR_HG_V   = 20;                 
    localparam SEND_1      = 60;                 
    localparam CNT_I_ST_SZ = $clog2(IDLE_V);     
    localparam MSTR_LW_ST  = 50;                 
    localparam CNT_LINE_SZ = $clog2(MSTR_LW_V);  
    localparam ST_SZ   = 8;            
    localparam IDLE    = 8'b00000001;  
    localparam READY   = 8'b00000010;  
    localparam MSTR_LW = 8'b00000100;  
    localparam MSTR_HG = 8'b00001000;  
    localparam SLV_LW  = 8'b00010000;  
    localparam SLV_HG  = 8'b00100000;  
    localparam DATA_TR = 8'b01000000;  
    localparam STOP    = 8'b10000000;  
    input wire                CLK;      
    input wire                RST_n;    
    input wire                I_EN;     
    input wire                I_ST;     
    input wire                I_RIS;    
    input wire                I_FALL;   
    output reg                O_DHT11;  
    output reg                O_BUSY;   
    output reg                O_ERR;    
    output reg [VALUE_SZ-1:0] O_VALUE;  
    output reg                O_CONV;   
    reg [ST_SZ-1:0]       st;            
    reg [ST_SZ-1:0]       nx_st;         
    reg [CNT_I_ST_SZ-1:0] cnt_i_st;      
    reg [CNT_I_ST_SZ-1:0] nx_cnt_i_st;   
    reg                   nx_o_dht11;    
    reg                   nx_o_busy;     
    reg [CNT_LINE_SZ-1:0] cnt_line;      
    reg [CNT_LINE_SZ-1:0] nx_cnt_line;   
    reg                   send;          
    reg                   nx_send;       
    reg [CNT_DATA_SZ-1:0] cnt_data;      
    reg [CNT_DATA_SZ-1:0] nx_cnt_data;   
    reg [DATA_SZ-1:0]     buff_data;     
    reg [DATA_SZ-1:0]     nx_buff_data;  
    reg                   nx_o_err;      
    reg [VALUE_SZ-1:0]    nx_o_value;    
    reg                   nx_o_conv;     
    always @(*) begin
      nx_st        = st;
      nx_cnt_i_st  = cnt_i_st;
      nx_o_dht11   = O_DHT11;
      nx_o_busy    = O_BUSY;
      nx_send      = send;
      nx_cnt_data  = cnt_data;
      nx_o_err     = O_ERR;
      nx_o_value   = O_VALUE;
      nx_buff_data = buff_data;
      nx_o_conv    = O_CONV;
      nx_cnt_line  = cnt_line;
      if (I_ST)
        begin   
          case (st)
             IDLE     : begin
                          nx_cnt_i_st = cnt_i_st + 1'b1;
                          nx_cnt_line = {CNT_LINE_SZ{1'b0}};
                          nx_send = 1'b0;
                          if (cnt_i_st == IDLE_V - 1'b1)
                            begin
                              nx_cnt_i_st = {CNT_I_ST_SZ{1'b0}};
                              nx_o_busy = 1'b0;
                              nx_st = READY;
                            end
                        end
             READY    : begin
                          if (I_EN) 
                            begin
                              nx_o_dht11 = 1'b0;
                              nx_o_busy = 1'b1;
                              nx_o_err = 1'b0;
                              nx_st = MSTR_LW; 
                            end
                        end
             MSTR_LW  : begin
                          nx_cnt_line = cnt_line + 1'b1;
                          if (cnt_line == MSTR_LW_V - 1'b1)
                            begin
                              nx_cnt_line = {CNT_LINE_SZ{1'b0}};
                              nx_o_dht11 = 1'b1;
                              nx_st = MSTR_HG;
                            end
                        end  
             MSTR_HG  : begin
                          nx_cnt_line = cnt_line + 1'b1;
                          if (cnt_line == MSTR_HG_V - 1'b1)
                            begin
                              nx_cnt_line = {CNT_LINE_SZ{1'b0}};
                              nx_st = SLV_LW;
                            end
                        end              
             SLV_LW   : begin
                          nx_cnt_i_st = cnt_i_st + 1'b1;
                          if (cnt_i_st == IDLE_V - 1'b1)
                            begin
                              nx_cnt_i_st = {CNT_I_ST_SZ{1'b0}};
                              nx_o_busy = 1'b0;
                              nx_o_err = 1'b1;
                              nx_st = READY;
                            end
                          if (I_RIS)
                            begin
                              nx_st = SLV_HG;
                            end
                        end
             SLV_HG   : begin
                          if (I_FALL)
                            begin
                              nx_cnt_data = DATA_SZ - 1'b1;
                              nx_buff_data = {DATA_SZ{1'b1}};
                              nx_st = DATA_TR;
                            end
                        end             
             DATA_TR  : begin   
                          if (!send)
                            begin
                              if (I_RIS) 
                                nx_send = 1'b1;                            
                            end
                          else
                            begin
                              nx_cnt_line = cnt_line + 1'b1;
                              if (I_FALL)
                                begin
                                  nx_cnt_data = cnt_data - 1'b1;
                                  nx_cnt_line = {CNT_LINE_SZ{1'b0}};
                                  nx_send = 1'b0;
                                  if (cnt_line < SEND_1)
                                    nx_buff_data = {buff_data[DATA_SZ-2:0], 1'b0};
                                  else 
                                    nx_buff_data = {buff_data[DATA_SZ-2:0], 1'b1};
                                end                            
                            end
                          if (&(!cnt_data) && I_FALL) 
                            begin
                              nx_cnt_data = DATA_SZ - 1'b1;
                              nx_cnt_line = {CNT_LINE_SZ{1'b0}};
                              nx_o_dht11 = 1'b0;
                              nx_st = STOP;
                            end                         
                        end             
             STOP     : begin
                          nx_cnt_line = cnt_line + 1'b1;
                          if (buff_data[4*BYTE_SZ+:BYTE_SZ] + buff_data[3*BYTE_SZ+:BYTE_SZ] +
                              buff_data[2*BYTE_SZ+:BYTE_SZ] + buff_data[BYTE_SZ+:BYTE_SZ] == buff_data[BYTE_SZ-1:0])
                            begin
                              nx_o_err = 1'b0;
                              nx_o_value = {buff_data[4*BYTE_SZ+:BYTE_SZ], buff_data[2*BYTE_SZ+:BYTE_SZ]};
                              nx_o_conv = 1'b1;
                            end
                          else
                            begin
                              nx_o_value = {VALUE_SZ{1'b0}};
                              nx_o_err = 1'b1;
                              nx_o_conv = 1'b0;
                            end   
                          if (cnt_line == MSTR_LW_ST - 1'b1)
                            begin
                              nx_o_dht11 = 1'b1;
                              nx_st = IDLE;
                            end
                        end
             default  : begin
                          nx_st = IDLE;
                          nx_cnt_i_st = {CNT_I_ST_SZ{1'b0}};
                          nx_o_dht11 = 1'b1;
                          nx_o_busy = 1'b0;
                          nx_send = 1'b0;
                          nx_cnt_line = {CNT_LINE_SZ{1'b0}};
                        end
          endcase
        end
    end
    always @(posedge CLK or negedge RST_n) begin
      if (!RST_n)
        begin
          st       <= IDLE;
          cnt_i_st <= {CNT_I_ST_SZ{1'b0}};
          O_DHT11  <= 1'b1;        
          O_BUSY   <= 1'b1;  
          O_ERR    <= 1'b0;
          O_VALUE  <= {VALUE_SZ{1'b0}};
          O_CONV   <= 1'b0;
        end
      else if (I_ST)
        begin
          st       <= nx_st;
          cnt_i_st <= nx_cnt_i_st;
          O_DHT11  <= nx_o_dht11;
          O_BUSY   <= nx_o_busy;
          O_ERR    <= nx_o_err;
          O_VALUE  <= nx_o_value;
          O_CONV   <= nx_o_conv;
        end
    end
    always @(posedge CLK) begin
      cnt_line     <= nx_cnt_line;
      send         <= nx_send;
      cnt_data     <= nx_cnt_data;
      buff_data    <= nx_buff_data;
    end  
endmodule
module top_dht11
    #(parameter CCL_SZ   = 50,           
      parameter DATA_SZ  = 40,           
      parameter BYTE_SZ  = 8,            
      parameter VALUE_SZ = 2 * BYTE_SZ)  
    (CLK, RST_n, I_EN, O_VALUE, 
     O_ERR, O_BUSY, O_CONV, 
     IO_DHT11);
    input wire                 CLK;       
    input wire                 RST_n;     
    input wire                 I_EN;      
    output wire                O_BUSY;    
    output wire                O_ERR;     
    output wire [VALUE_SZ-1:0] O_VALUE;   
    output wire                O_CONV;    
    inout wire                 IO_DHT11;  
    wire strobe;       
    wire dht11_in;     
    wire dht11_out;    
    wire rs_dht11_in;  
    wire fl_dht11_in;  
    reg  cr_dht11_in;  
    reg  pr_dht11_in;  
    clk_div 
        #(
         .CCL_SZ(CCL_SZ)
        )
    clk_div
        (
         .CLK(CLK),
         .RST_n(RST_n),
         .O_ST(strobe) 
        );
    dht11_fsm 
        #(
         .DATA_SZ(DATA_SZ),
         .BYTE_SZ(BYTE_SZ),
         .VALUE_SZ(VALUE_SZ)
        )
    dht11_fsm
        (
         .CLK(CLK),
         .RST_n(RST_n),
         .I_ST(strobe),
         .I_EN(I_EN),
         .I_RIS(rs_dht11_in),
         .I_FALL(fl_dht11_in),
         .O_DHT11(dht11_out),
         .O_BUSY(O_BUSY),
         .O_ERR(O_ERR),
         .O_VALUE(O_VALUE),
         .O_CONV(O_CONV)
        );
    assign dht11_in = IO_DHT11;
    assign IO_DHT11 = dht11_out ? 1'bz : 1'b0;
    assign fl_dht11_in = ~cr_dht11_in &  pr_dht11_in;
    assign rs_dht11_in =  cr_dht11_in & ~pr_dht11_in;
    always @(posedge CLK or negedge RST_n) begin
      if (!RST_n)
        begin
          cr_dht11_in <= 1'b0;
          pr_dht11_in <= 1'b0;
        end
      else if (strobe)
        begin
          cr_dht11_in <= dht11_in;
          pr_dht11_in <= cr_dht11_in;     
        end
    end
endmodule
$ cat flow/run.sh
#!/bin/bash
# OpenROAD 26Q1-2900-gdf79404cd8, Yosys 0.63+post, stock flow scripts
make -C /OpenROAD-flow-scripts/flow DESIGN_CONFIG=/design/flow/config.mk WORK_HOME=/design/flow/orfs finish
$ cat flow/config.mk
export PLATFORM = sky130hd
export DESIGN_NAME = db_dht11
export DESIGN_NICKNAME = db_dht11
export VERILOG_FILES = /design/flow/design.v
export SDC_FILE = /design/flow/constraint.sdc
export NUM_CORES = 4
export LEC_CHECK = 1
export CORE_UTILIZATION = 30
$ cat flow/constraint.sdc
current_design db_dht11

set clk_period 4.8
set clk_io_pct 0.2

create_clock -name clk0 -period $clk_period [get_ports {CLK}]

set non_clock_inputs [all_inputs -no_clocks]
set_input_delay [expr $clk_period * $clk_io_pct] -clock clk0 $non_clock_inputs
set_output_delay [expr $clk_period * $clk_io_pct] -clock clk0 [all_outputs]
==> reports/qor.json <==
{
  "outcome": "complete, no violations",
  "synth.cellmix.compoundShare_pct": 7.14,
  "skew_ns": 0.00675,
  "yosys_area_sq_um": 5800,
  "cp_data_required_time_ns": 5.09,
  "hold_class": "reg2reg",
  "global_route.overflow_total": 0,
  "synthToLayoutAreaGrowth_pct": 19.6,
  "grt_setup_unrepaired": "no",
  "slew_headroom_pct": 55.2,
  "chip_footprint_sq_um": 19900,
  "clock_insertion_delay_worst_skew_ns": 0.40,
  "post_cts.resized_instances": 0,
  "core_box_area_sq_um": 18800,
  "post-layout-total-power_mw": 2.44,
  "tritoncts": "yes",
  "report.final.setup_viol": 0,
  "synth_adder_area_share_pct": 7.42,
  "power.density_nw_per_um2": 352,
  "ant_nets": 0,
  "timing.setup.critical_path_class": "reg2reg",
  "post-synth-top-area-cell": "edfxtp_1",
  "gp_congestion": 0.854,
  "achievable-frequency_ghz": 0.258,
  "root_buffer": "clkbuf_16",
  "detail_route.first_pass.iterations": 4,
  "max_slew.worst_pin.slew_ns": 0.670,
  "grt_pass1_wl_um": 18200,
  "num_vias": 3724,
  "clk_pin_slew_worst_paths_ns": 0.05,
  "utilization_pct": 36.9,
  "grt_start_max_net_pins": 45,
  "insertedDiodeCount": 0,
  "synth_xor_xnor_area_share_pct": 6.19,
  "clock_path_buffers": 2,
  "cts_setup_buffers": 0,
  "synth-warning-count": 5,
  "die_height_um": 141,
  "period_used_pct": 80.7,
  "area_leaders": "edfxtp_1 29%, dfrtp_1 26%, fa_1 4.8%",
  "power.ir.vdd_worst_mv": 0.206,
  "openroad.warnings": 27,
  "groute.usage.overall_pct": 11.8,
  "max-cap-violations": 0,
  "synth_async_sr_flop_share_pct": 52.9,
  "enable_flop_cells": 56,
  "synth_cells": 509,
  "ys_cells": 509,
  "power_leakage_nw": 2.66,
  "cts.hold.buffers_added": 0,
  "muxShareOfSynthArea_pct": 1.55,
  "drt_initial_violations": 170,
  "combined_area_of_all_synthesized_cells_sq_um": 5800,
  "logic_family": "simple AND/OR/NAND/NOR gates",
  "buffer_ports.inserted": 13,
  "clock-sinks": 119,
  "critPathCaptureType": "register",
  "htree_num_levels": 4,
  "synthDominantCellAreaShare_pct": 29.0,
  "detail_route.drc_violations": 0,
  "report.final.hold_viol_count": 0,
  "report.final.slew_viol_count": 0,
  "initial_utilization_pct": 30.8,
  "setup.worst_path.start": "top_dht11.dht11_fsm.buff_data[9]",
  "worstReg2RegStart": "top_dht11.dht11_fsm.buff_data[9]",
  "timing.hold.worst.start": "top_dht11.dht11_fsm.st[3]",
  "yosysSeqAreaShare_pct": 56.2,
  "worst_setup_path_start_kind": "register",
  "yosys_register_bits": 119,
  "simple_gate_area_share_pct": 18.8,
  "count_of_unique_library_cells_instantiated_by_yosys": 54,
  "routedWlPerCell_um": 12.3,
  "antenna_found_initial": 0,
  "detail_route.wirelength_um": 10300,
  "critPathMaxFanout": 17,
  "arrival_time_worst_endpoint_ns": 4.16,
  "chipWidth_um": 141,
  "tns_ns": 0,
  "hpwl_um": 7050,
  "fill_cells": 1750,
  "post_synth.cell_area_avg_sq_um": 11.4,
  "grt_pass1_vias": 3741,
  "std_cell_rows": 50,
  "drive_gt1_share_pct": 10.3,
  "boundaryPins": 15,
  "min_period_ns": 3.87,
  "vias_per_cell": 4.43,
  "cts_buffers": 17,
  "synth_top_flop_cell": "dfrtp_1"
}
report_power, final:
group          switching [mW]  internal [mW]
clock network           0.462          0.781
logic                  0.0631         0.0514
registers             0.00724           1.08
critical path, cell delays in order (launching register included):
cell and delay (ns):
edfxtp_1 0.40, fa_1 0.55, inv_1 0.05, fa_1 0.50, inv_1 0.04, ha_1 0.22
fa_1 0.42, a31o_2 0.28, xnor2_1 0.13, nor4_1 0.19, nand3_1 0.53, a31o_2 0.44
state kept, by name, indices dropped and copies added (netlist names):
| register | flops |
|---|---|
| O_LEDR | 10 |
| top_dht11.clk_div.O_ST | 1 |
| top_dht11.clk_div.cnt_clk | 6 |
| top_dht11.dht11_fsm.O_BUSY | 1 |
| top_dht11.dht11_fsm.O_ERR | 1 |
| top_dht11.dht11_fsm.O_VALUE | 16 |
| top_dht11.dht11_fsm.buff_data | 40 |
| top_dht11.dht11_fsm.cnt_i_st | 20 |
| top_dht11.dht11_fsm.cnt_line | 15 |
| top_dht11.dht11_fsm.send | 1 |
| top_dht11.dht11_fsm.st | 8 |
area by class of cell:
cell class	count	area (sq um)	share of cell area (%)
tap	260	325	4.69
clock buffer	18	439	6.33
clock inverter	14	146	2.11
multi-input combinational	394	2540	36.6
timing repair buffer	17	155	2.24
sequential	119	3260	47.0
inverter	19	71.3	1.03
placed cells by master, fill, tap and decap left out, drive strengths merged, types with 3 or more instances in the layout:
cell type / n
conb: 41
and4: 4
o21ai: 38
clkdlybuf4s50: 12
or4: 3
mux2: 8
and2: 3
fa: 14
clkbuf: 18
ha: 12
nand2: 67
inv: 25
buf: 5
edfxtp: 56
nand3: 19
xor2: 18
o41ai: 3
xnor2: 23
and3: 3
nor3: 4
dfrtp: 61
nand4: 5
o31ai: 9
nor4: 6
or3: 4
nor2: 42
a21oi: 6
nand2b: 39
nor2b: 6
clkinvlp: 3
clkinv: 3
cell families (layout without fill, tap and decap cells):
group,after synthesis,count (layout)
simple gates,211,211
flops,119,119
mux,8,8
fa+ha+maj,26,26
buf+inv,36,68
other cells,1,41
xor+xnor,41,41
compound gates,67,67
path summary, 6_finish.rpt:
check	endpoint	slack, ns	cells past startpoint
worst max-delay path	top_dht11.dht11_fsm.O_ERR	0.93	11
worst min-delay path	top_dht11.dht11_fsm.st[3]	0.39	0
worst max register to register	top_dht11.dht11_fsm.O_ERR	0.93	11
worst min register to register	top_dht11.dht11_fsm.st[3]	0.39	0
max in group asynchronous	top_dht11.dht11_fsm.O_BUSY	3.35	2
min in group asynchronous	top_dht11.dht11_fsm.cnt_i_st[9]	0.54	1
cell usage after synthesis, types with 2 or more instances:
master / number
nand2_1: 67
dfrtp_1: 61
edfxtp_1: 56
nand2b_1: 39
nor2_1: 39
o21ai_0: 29
xnor2_1: 23
inv_1: 19
nand3_1: 18
xor2_1: 18
fa_1: 14
ha_1: 12
clkbuf_1: 11
o21ai_1: 9
o31ai_1: 9
mux2_2: 8
a21oi_1: 6
nor2b_1: 6
nand4_1: 5
nor4_1: 5
and3_1: 3
and4_1: 3
buf_2: 3
nor3_1: 3
or3_1: 3
or4_1: 3
a21o_1: 2
a22o_1: 2
a31o_2: 2
a31oi_1: 2
and2_1: 2
dfstp_2: 2
nand4b_1: 2
nor2_2: 2
o41ai_1: 2
metrics by stage:
step / setup slack (ns) / instances / cell area (sq um) / hold slack [ns]
2_1_floorplan: 1.51 / 549 / 5950 / 0.354
3_3_place_gp: 1.03 / 809 / 6350 / 0.378
3_5_place_dp: 0.905 / 809 / 6350 / 0.377
4_1_cts: 0.908 / 841 / 6940 / 0.391
5_1_grt: 0.591 / 841 / 6940 / 0.423
6_report: 0.926 / 841 / 6940 / 0.393
per-layer routing:
layer / global-route usage, % / part of all wire [%] / up-vias
li1: - / - / 1853
met1: 18.3 / 49 / 1782
met2: 16.7 / 44 / 76
met3: 4.22 / 5.2 / 13
met4: 1.89 / 1.4 / 0
met5: 0 / 0 / -
